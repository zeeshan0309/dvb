## /design/flow/config.mk

```make
export PLATFORM = sky130hd
export DESIGN_NAME = fft_1
export DESIGN_NICKNAME = fft_1
export VERILOG_FILES = /design/flow/design.v
export SDC_FILE = /design/flow/constraint.sdc
export NUM_CORES = 4
export LEC_CHECK = 1
export CORE_UTILIZATION = 30
```

## /design/flow/constraint.sdc

```tcl
current_design fft_1

set clk_period 50.5
set clk_io_pct 0.2

create_clock -name clk0 -period $clk_period [get_ports {clk}]

set non_clock_inputs [all_inputs -no_clocks]
set_input_delay [expr $clk_period * $clk_io_pct] -clock clk0 $non_clock_inputs
set_output_delay [expr $clk_period * $clk_io_pct] -clock clk0 [all_outputs]
```

## /design/flow/design.v

```verilog
module fft_1(reset, x_re0, x_re1, x_im0, x_im1, y_re0, y_re1, y_im0, y_im1, x_re2, x_re3, x_re4, x_re5, x_re6, x_re7, x_im2, x_im3, x_im4, x_im5, x_im6, x_im7, y_re2, y_re3, y_re4, y_re5, y_re6, y_re7,  y_im2, y_im3, y_im4, y_im5, y_im6, y_im7, clk);
  input signed [15:0] x_re0, x_re1, x_re2, x_re3, x_re4, x_re5, x_re6, x_re7;
  input signed [15:0] x_im0, x_im1, x_im2, x_im3, x_im4, x_im5, x_im6, x_im7;
  input reset;
  output wire signed [15:0] y_re0, y_re1, y_re2, y_re3, y_re4, y_re5, y_re6, y_re7;
  output wire signed [15:0] y_im0, y_im1, y_im2, y_im3, y_im4, y_im5, y_im6, y_im7;
  input clk;
  wire signed [7:0] w0_re = 8'b01111111;
  wire signed [7:0] w0_im = 8'b00000000;
  wire signed [7:0] w1_re = 8'b01011010;
  wire signed [7:0] w1_im = 8'b10100100;
  wire signed [7:0] w2_re = 8'b00000000;
  wire signed [7:0] w2_im = 8'b10000000;
  wire signed [7:0] w3_re = 8'b10100100;
  wire signed [7:0] w3_im = 8'b10100100;
  reg [15:0] temp_re [0:7];
  reg [15:0] temp_im [0:7];
  wire [15:0] temp_re_temp [0:7];
  wire [15:0] temp_im_temp [0:7];
  wire [15:0] temp_re_2 [0:7];
  wire [15:0] temp_im_2 [0:7];
  always@(posedge clk) begin
    if(reset) begin
      temp_re[0] <= x_re0;
      temp_re[1] <= x_re1;
      temp_re[2] <= x_re2;
      temp_re[3] <= x_re3;
      temp_re[4] <= x_re4;
      temp_re[5] <= x_re5;
      temp_re[6] <= x_re6;
      temp_re[7] <= x_re7;
      temp_im[0] <= x_im0;
      temp_im[1] <= x_im1;
      temp_im[2] <= x_im2;
      temp_im[3] <= x_im3;
      temp_im[4] <= x_im4;
      temp_im[5] <= x_im5;
      temp_im[6] <= x_im6;
      temp_im[7] <= x_im7;
    end
  end
  butterfly B10(
    .inRe1(temp_re[0]),
    .inRe2(temp_re[4]),
    .inIm1(temp_im[0]),
    .inIm2(temp_im[4]),
    .outRe1(temp_re_temp[0]),
    .outRe2(temp_re_temp[4]),
    .outIm1(temp_im_temp[0]),
    .outIm2(temp_im_temp[4]),
    .twiddle_re(w0_re),
    .twiddle_im(w0_im)
  );
  butterfly B11(
    .inRe1(temp_re[1]),
    .inRe2(temp_re[5]),
    .inIm1(temp_im[1]),
    .inIm2(temp_im[5]),
    .outRe1(temp_re_temp[1]),
    .outRe2(temp_re_temp[5]),
    .outIm1(temp_im_temp[1]),
    .outIm2(temp_im_temp[5]),
    .twiddle_re(w1_re),
    .twiddle_im(w1_im)
  );
  butterfly B12(
    .inRe1(temp_re[2]),
    .inRe2(temp_re[6]),
    .inIm1(temp_im[2]),
    .inIm2(temp_im[6]),
    .outRe1(temp_re_temp[2]),
    .outRe2(temp_re_temp[6]),
    .outIm1(temp_im_temp[2]),
    .outIm2(temp_im_temp[6]),
    .twiddle_re(w2_re),
    .twiddle_im(w2_im)
  );
  butterfly B13(
    .inRe1(temp_re[3]),
    .inRe2(temp_re[7]),
    .inIm1(temp_im[3]),
    .inIm2(temp_im[7]),
    .outRe1(temp_re_temp[3]),
    .outRe2(temp_re_temp[7]),
    .outIm1(temp_im_temp[3]),
    .outIm2(temp_im_temp[7]),
    .twiddle_re(w3_re),
    .twiddle_im(w3_im)
  );
  butterfly B20(
    .inRe1(temp_re_temp[0]),
    .inRe2(temp_re_temp[2]),
    .inIm1(temp_im_temp[0]),
    .inIm2(temp_im_temp[2]),
    .outRe1(temp_re_2[0]),
    .outRe2(temp_re_2[2]),
    .outIm1(temp_im_2[0]),
    .outIm2(temp_im_2[2]),
    .twiddle_re(w0_re),
    .twiddle_im(w0_im)
  );
  butterfly B21(
    .inRe1(temp_re_temp[1]),
    .inRe2(temp_re_temp[3]),
    .inIm1(temp_im_temp[1]),
    .inIm2(temp_im_temp[3]),
    .outRe1(temp_re_2[1]),
    .outRe2(temp_re_2[3]),
    .outIm1(temp_im_2[1]),
    .outIm2(temp_im_2[3]),
    .twiddle_re(w2_re),
    .twiddle_im(w2_im)
  );
  butterfly B22(
    .inRe1(temp_re_temp[4]),
    .inRe2(temp_re_temp[6]),
    .inIm1(temp_im_temp[4]),
    .inIm2(temp_im_temp[6]),
    .outRe1(temp_re_2[4]),
    .outRe2(temp_re_2[6]),
    .outIm1(temp_im_2[4]),
    .outIm2(temp_im_2[6]),
    .twiddle_re(w0_re),
    .twiddle_im(w0_im)
  );
  butterfly B23(
    .inRe1(temp_re_temp[5]),
    .inRe2(temp_re_temp[7]),
    .inIm1(temp_im_temp[5]),
    .inIm2(temp_im_temp[7]),
    .outRe1(temp_re_2[5]),
    .outRe2(temp_re_2[7]),
    .outIm1(temp_im_2[5]),
    .outIm2(temp_im_2[7]),
    .twiddle_re(w2_re),
    .twiddle_im(w2_im)
  );
  butterfly B30(
    .inRe1(temp_re_2[0]),
    .inRe2(temp_re_2[1]),
    .inIm1(temp_im_2[0]),
    .inIm2(temp_im_2[1]),
    .outRe1(y_re0),
    .outRe2(y_re4),
    .outIm1(y_im0),
    .outIm2(y_im4),
    .twiddle_re(w0_re),
    .twiddle_im(w0_im)
  );
  butterfly B31(
    .inRe1(temp_re_2[2]),
    .inRe2(temp_re_2[3]),
    .inIm1(temp_im_2[2]),
    .inIm2(temp_im_2[3]),
    .outRe1(y_re2),
    .outRe2(y_re6),
    .outIm1(y_im2),
    .outIm2(y_im6),
    .twiddle_re(w0_re),
    .twiddle_im(w0_im)
  );
  butterfly B32(
    .inRe1(temp_re_2[4]),
    .inRe2(temp_re_2[5]),
    .inIm1(temp_im_2[4]),
    .inIm2(temp_im_2[5]),
    .outRe1(y_re1),
    .outRe2(y_re5),
    .outIm1(y_im1),
    .outIm2(y_im5),
    .twiddle_re(w0_re),
    .twiddle_im(w0_im)
  );
  butterfly B33(
    .inRe1(temp_re_2[6]),
    .inRe2(temp_re_2[7]),
    .inIm1(temp_im_2[6]),
    .inIm2(temp_im_2[7]),
    .outRe1(y_re3),
    .outRe2(y_re7),
    .outIm1(y_im3),
    .outIm2(y_im7),
    .twiddle_re(w0_re),
    .twiddle_im(w0_im)
  );
endmodule
module butterfly(inRe1, inIm1, inRe2, inIm2, outRe1, outIm1, outRe2, outIm2, twiddle_re, twiddle_im);
  input signed [15:0] inRe1;
  input signed [15:0] inRe2;
  input signed [15:0] inIm1;
  input signed [15:0] inIm2;
  input signed [7:0] twiddle_re;
  input signed [7:0] twiddle_im;
  output signed [15:0] outRe1;
  output signed [15:0] outRe2;
  output signed [15:0] outIm1;
  output signed [15:0] outIm2;
  reg [23:0] temp_outRe2;
  reg [23:0] temp_outIm2;
  always@(*) begin
    temp_outRe2 <= ( (twiddle_re)*(inRe1-inRe2) - (twiddle_im)*(inIm1-inIm2) );    
    temp_outIm2 <= ( (twiddle_im)*(inRe1-inRe2) + (twiddle_re)*(inIm1-inIm2) );
  end
   assign outRe1 = (inRe1 + inRe2);
   assign outIm1 = (inIm1 + inIm2);
   assign outRe2 = {temp_outRe2[22:7]};
   assign outIm2 = {temp_outIm2[22:7]};
endmodule
```

## /design/flow/run.sh

```bash
#!/bin/bash
# OpenROAD 26Q1-2900-gdf79404cd8, Yosys 0.63+post, stock flow scripts
make -C /OpenROAD-flow-scripts/flow DESIGN_CONFIG=/design/flow/config.mk WORK_HOME=/design/flow/orfs finish
```

==> qor.yml <==
sta:
  grt_setup_unrepaired: "false"
  drv_slew: 0
  fin_crit_sh_pct: 57.7
  tightest_slew_ns: 1.02
  finalCriticalPeriod_ns: 29.13
  fmax_ghz: 0.0343
  holdWs_ns: 9.87
  setup_tns_ns: 0
  finalSetupViolations: 0
  hold_viol: 0
  maxSlewHeadroom_pct: 30.4
yosys:
  ys_cells: 10668
  synth_warnings: 6
  synth.distinct_cells: 90
  netlist_area_um2: 93700
  syn_avg_cell_area_um2: 8.78
  area_leaders: "fa_1 (25%), ha_1 (23%), inv_1 (11%)"
  ys_area_um2: 93700
  top_area_share_pct: 25.2
  netlist.top_cell.by_area: "fa_1"
  ys_seq_share_pct: 8.20
  synth-main-ff-cell: "edfxtp_1"
  synth-async-reset-ratio_pct: 0
  edf_count: 256
  netlist_instances: 10668
  ys_ff: 256
clocking:
  cts_htree_levels: 1
  post_cts_resized: 0
  clock_sinks: 256
  root_buffer: "clkbuf_16"
  cts_buffers: 29
  clock_path_buffers: 3
  cts.clk_slew.worst_paths_ns: 0.06
  cts_hold_buf: 0
  cts_setup_buffers: 0
  cts_tree: "done"
grt:
  grt_util_met3_pct: 7.55
  grt_pass1_wl_mm: 404
  antenna_found_initial: 17
  grt_max_degree: 47
  grtUsageTotal_pct: 17.6
  grt_pass1_vias: 68395
  grt_overflow_total: 0
  use_met2_pct: 26.8
  busiest_layer: "met2"
  grt_use_met1_pct: 23.6
worst_setup_path:
  worstPathRequired_ns: 40.40
  arrival_ns: 19.03
  endpoint_kind: "primary output"
  critPathMostFrequentCell: "fa_1"
  startpoint: "temp_im[4][1]$_DFFE_PP_"
  max_stage_delay_ns: 0.59
  worstPathMaxFanout: 8
  crit_path_start_kind: "flip-flop"
  worst-setup-path-type: "flip-flop to primary output"
  crit_slowest_cell: "fa_1"
placed_design:
  port_buffers: 513
  place_area_um2: 105000
  place_congestion: 0.969
  hpwl_mm: 246
drt:
  ant_nets: 0
  wirelength_mm: 266
  drc: 0
  num_vias: 68820
  drt-wirelength-per-cell_um: 17.3
  dr.pass1.iters: 7
  drt_iter0_markers: 2949
  via_per_inst: 4.47
die:
  row_count: 204
  boundaryPins: 514
  die_x_um: 561
  die-area_um2: 315000
  die_y_um: 561
  design.core.area_um2: 310000
  fp_util_pct: 30.2
status:
  outcome: "completed"
min_path:
  min_from: "reset"
  hold_path.class: "input port to flip-flop"
cells_and_area:
  drive_gt1_share_pct: 2.56
  area_growth_pct: 12.8
  layout.cells.most_common_list: "inv_1 (2835), ha_1 (1738), fa_1 (1178)"
  final_common_cell: "inv_1"
  fin_area_um2: 106000
run:
  maxCapViolCount: 0
  tool_warnings: 425
==> worst paths after layout <==
kind,to,slack (ns),cells after the start
setup / recovery,y_im7[15],21.37,66
hold / removal,temp_im[5][11]$_DFFE_PP_,9.87,1
==> worst max-delay path: cells and delay by family, from the launching register on <==
family / cells / cell delay [ns]
adder cells (fa/ha/maj): 18 / 8.12
XOR/XNOR: 5 / 1.84
AND-OR/OR-AND: 19 / 4.18
buffers and inverters: 13 / 1.93
AND/OR/NAND/NOR: 11 / 1.91
flip-flops: 1 / 0.44
==> metal layers <==
| metal | vias to the layer above | routed length [µm] |
|---|---|---|
| li1 | 35175 | - |
| met1 | 32064 | 114000 |
| met2 | 1432 | 116000 |
| met3 | 141 | 27600 |
| met4 | 8 | 7680 |
| met5 | - | 136 |
==> stage by stage <==
stage / utilization [%] / std cells / worst slack (ns)
floorplan: - / 10668 / 23.82
detailed placement: 33.8 / 15330 / 21.91
CTS: 34.1 / 15383 / 21.17
global placement: 33.8 / 15330 / 21.99
finish: 34.1 / 15386 / 21.37
global route: 34.1 / 15384 / 20.01
==> registers in the layout, indices dropped and copies added, names as in the netlist <==
register  count
temp_im     128
temp_re     128
==> logic make-up (layout without fill, tap and decap cells) <==
family / count (synthesis) / count (layout) / share of synthesized area [%]
and+or+nand+nor: 1521 / 1521 / 7.78
buffers and inverters: 2959 / 3554 / 11.9
xor gates and xnor gates: 1088 / 1088 / 10.3
muxes: 21 / 21 / 0.234
AOI/OAI and AO/OA: 1902 / 1902 / 13.2
DFF: 256 / 256 / 8.20
other: 0 / 3 / 0
adders and majority gates: 2921 / 2921 / 48.4
==> Yosys cell counts, drive strengths merged, types with 17 or more instances <==
library cell	count
nor4	26
nor2b	88
o31ai	22
fa	1178
nor3	209
a21boi	24
o41ai	22
o21ai	271
nand2	260
a311oi	21
xnor2	827
nand2b	87
or3	32
o21a	124
a211oi	42
clkbuf	101
o21bai	286
and2	24
a21oi	676
a31oi	48
or2	33
o31a	20
ha	1738
and3	58
nor2	542
inv	2838
a221o	19
a221oi	20
edfxtp	256
nand3	84
xor2	253
a21o	135
o211ai	22
a2111oi	24
nor3b	17
==> layout make-up <==
cell class | count | area [µm²]
multi-input combinational | 7453 | 74900
clock inverter | 22 | 295
antenna | 3 | 7.51
inverter | 2842 | 10700
timing repair buffer | 659 | 6240
clock buffer | 31 | 733
sequential | 256 | 7690
tap | 4120 | 5150
fill | 32014 | 204000
